$ cat run.sh
#!/bin/bash
# OpenROAD 26Q1-2900-gdf79404cd8, Yosys 0.63+post, stock flow scripts
make -C /OpenROAD-flow-scripts/flow DESIGN_CONFIG=/design/flow/config.mk WORK_HOME=/design/flow/orfs finish
$ cat config.mk
export PLATFORM = sky130hd
export DESIGN_NAME = light_half_7seg
export DESIGN_NICKNAME = light_half_7seg
export VERILOG_FILES = /design/flow/design.v
export SDC_FILE = /design/flow/constraint.sdc
export NUM_CORES = 4
export LEC_CHECK = 1
export CORE_AREA = 10 10 70 70
export DIE_AREA = 0 0 80 80
$ cat constraint.sdc
current_design light_half_7seg

set clk_period 1.0
set clk_io_pct 0.2

create_clock -name clk0 -period $clk_period

set non_clock_inputs [all_inputs -no_clocks]
set_input_delay [expr $clk_period * $clk_io_pct] -clock clk0 $non_clock_inputs
set_output_delay [expr $clk_period * $clk_io_pct] -clock clk0 [all_outputs]
$ cat design.v
`timescale 1ns / 1ps
module light_7seg_ego1(input [3:0]sw,output reg [7:0] seg_out, output [7:0] seg_en);
    assign seg_en = 8'hff;
    always @ * 
        case(sw)
            4'h0: seg_out = 8'b1111_1100;  
            4'h1: seg_out = 8'b0110_0000;  
            4'h2: seg_out = 8'b1101_1010;  
            4'h3: seg_out = 8'b1111_0010;  
            4'h4: seg_out = 8'b0110_0110;  
            4'h5: seg_out = 8'b1011_0110;  
            4'h6: seg_out = 8'b1011_1110;  
            4'h7: seg_out = 8'b1110_0000;  
            4'h8: seg_out = 8'b1111_1110;  
            4'h9: seg_out = 8'b1110_0110;  
            4'ha: seg_out = 8'b1110_1110;  
            4'hb: seg_out = 8'b0011_1110;  
            4'hc: seg_out = 8'b1001_1100;  
            4'hd: seg_out = 8'b0111_1010;  
            4'he: seg_out = 8'b1001_1110;  
            4'hf: seg_out = 8'b1000_1110;  
            default: seg_out = 8'b0000_0001;
        endcase    
endmodule
`timescale 1ns / 1ps
module light_half_7seg(input sel, input [3:0]sw,output [7:0] seg_out0,seg_out1, output  reg [7:0] seg_en);
wire [7:0] seg_en0,seg_en1;
light_7seg_ego1 u0(sw,seg_out0,seg_en0);
light_7seg_ego1 u1(sw,seg_out1,seg_en1);
always @* 
    if(sel==1'b0) 
        seg_en = {4'hf,4'h0};
    else
        seg_en = {4'h0,4'hf};    
endmodule
==> impl_metrics.toml <==
# implementation run metrics
[placed_design]
placed_cells_incl_taps = 125
place_hpwl_um = 1020
gp_congestion = 0.774
io_buffers = 27
place_area_sq_um = 699

[yosys]
synthCells = 59
yosys_warnings = 2
ys_cells = 59
ys_seq_share = 0
ys_types = 19
top_area_cell = "buf_4"
top_cells_by_area = "buf_4 30%, ha_1 21%, a21oi_2 6.2%"
top_area_frac = 0.302
syn_avg_cell_area_sq_um = 7.17
ys_area_sq_um = 423
syn_area_sq_um = 423

[die]
std_cell_rows = 21
io_pins = 29
coreArea_sq_um = 3420
fp.dieH_um = 80
dieWidth_um = 80
die_area_sq_um = 6400
initial_core_util = 0.124

[status]
status = "finished with violations"
violations = "negative setup slack"

[finish]
ff_count = 0
fin_cells = 129
final_area_sq_um = 793
area_growth_pct = 87.6
utilization = 0.232
clkbuf_count = 0
regArea_sq_um = 0
drive_gt1_frac = 0.771

[global_routing]
grt_overflow = 0
grt.total_usage = 0.0404
grt_max_degree = 10
grt_pass1_vias = 440
grt_pass1_wl_um = 2220
antenna_found_initial = 0

[route]
final_antenna_net_count = 0
wl_um = 1360
n_antenna_cell = 0
wl_per_cell_um = 10.5
drtIter0Drc = 35
via_per_inst = 3.41
firstDrtPassIters = 4
drcViolationCount = 0
via_count = 440

[power_and_ir_drop]
powerDensity_nw_per_um2 = 388
p_leak_uw = 0.000338
irDropWorstVdd_mv = 0.0679

[timing]
fin_crit_ps = 1380
fin_ws_ps = -376
setup_viol = 14
period_used_share = 1.38
hold_viol = 0
fmax_mhz = 727
finalMaxSlewViolations = 0
rsz0062_at_grt = "true"

[job]
tool_warnings = 41
drv_cap = 0

[setup_path]
cp_max_fo = 4
cp.arrival_ps = 1180
cp-startpoint = "sw[1]"
start_kind = "input pin"
crit_type = "input pin to output port"
critPathCaptureType = "output port"
required_ps = 800
crit_path_end = "seg_out1[6]"

[worst_hold_path]
min_path_cells = 2
hold_path.class = "input pin to output port"
==> what timing repair did <==
action / CTS / global route
endpoints found under the hold margin: 0 / 0
hold buffers: 0 / 0
gates cloned: 0 / 0
buffers inserted: 4 / 0
gates resized: 91 / 8
pin swaps: 10 / 7
setup endpoints to repair: 22 / 15
==> logic make-up (layout without fill, tap and decap cells) <==
family,count (synthesis),in the layout,synth area share
other cells,1,2,0.00887
buf+inv,24,47,0.382
simple gates,14,14,0.178
compound gates,13,13,0.225
fa+ha+maj,7,7,0.207
==> report_power, final <==
group	internal (uW)	switching (uW)
Combinational	175	133
Clock	0	0
Sequential	0	0
Total	175	133
==> cells in the mapped netlist, drive strengths merged <==
cell and instances:
nand2 4, o32a 1, inv 6, o21ai 3
a211oi 1, nor2b 2, buf 18, a21oi 7
ha 7, nand2b 1, a22oi 1, nor2 5
conb 1, nor3 2
==> per-layer routing <==
layer,GRT usage,routed length (um),up-vias
li1,-,-,221
met1,0.0461,515,211
met2,0.0738,740,8
met3,0.0136,102,0
met4,0.00176,0,0
met5,0,0,-
==> stage by stage <==
step           hold WS (ps)  power, uW  setup TNS, ps  setup WS [ps]
6_report                609        308          -4590           -376
5_1_grt                 630        340          -5420           -434
4_1_cts                 785        297          -4680           -409
3_5_place_dp           1330        289         -19670          -1270
3_3_place_gp           1300        287         -19220          -1240
2_1_floorplan           433        146           -837           -184
==> worst max-delay path, stage by stage <==
cell and delay [ps]:
buf_8 80, clkinvlp_4 120, buf_6 150, ha_4 290, nor2_4 30, a21oi_2 120
a21oi_2 70, buf_2 110
==> worst min-delay path by stage <==
stage,end,start
CTS,seg_en[6],sel
global route,seg_en[2],sel
finish,seg_en[2],sel
==> cells in the final DEF, fill, tap and decap left out, drive strengths merged <==
master         instances
buf                   30
a21oi                  7
ha                     7
dlygate4sd2            6
inv                    5
nor2                   5
nand2                  4
o21ai                  3
clkdlybuf4s50          3
conb                   2
nor2b                  2
nor3                   2
clkinvlp               1
nand2b                 1
a211oi                 1
o32a                   1
a22oi                  1
clkdlybuf4s15          1
dlymetal6s2s           1
==> area by class of cell <==
| class | instances | area (sq um) |
|---|---|---|
| Fill cell | 367 | 2620 |
| Inverter | 6 | 26.3 |
| Multi-Input combinational cell | 36 | 390 |
| Tap cell | 46 | 57.6 |
| Timing Repair Buffer | 41 | 319 |
Power figures rest on the tool's default switching activity, not on a simulated workload.
