**flow/run.sh**
```bash
#!/bin/bash
# OpenROAD 26Q1-2900-gdf79404cd8, Yosys 0.63+post, stock flow scripts
make -C /OpenROAD-flow-scripts/flow DESIGN_CONFIG=/design/flow/config.mk WORK_HOME=/design/flow/orfs finish
```
**flow/constraint.sdc**
```tcl
current_design flash_led_top

set clk_period 3.1
set clk_io_pct 0.2

create_clock -name clk0 -period $clk_period [get_ports {clk}]

set non_clock_inputs [all_inputs -no_clocks]
set_input_delay [expr $clk_period * $clk_io_pct] -clock clk0 $non_clock_inputs
set_output_delay [expr $clk_period * $clk_io_pct] -clock clk0 [all_outputs]
```
**flow/design.v**
```verilog
module counter(input clk, input rst_n, output clk_bps);
reg [13:0] cnt_first, cnt_second;
always @(posedge clk, negedge rst_n) begin
    if (!rst_n)
        cnt_first <= 14'd0;
    else if (cnt_first == 14'd10000)
        cnt_first <= 14'd0;
    else
        cnt_first <= cnt_first + 1'b1;
end
always @(posedge clk, negedge rst_n) begin
    if (!rst_n)
        cnt_second <= 14'd0;
    else if (cnt_second == 14'd10000)
        cnt_second <= 14'd0;
    else if (cnt_first == 14'd10000)
        cnt_second <= cnt_second + 1'b1;
    else
        cnt_second <= cnt_second;
end
assign clk_bps = (cnt_second == 14'd10000);
endmodule
module flash_led_ctrl(input clk, input rst_n, input dir, input clk_bps, output reg[7:0] led);
always @(posedge clk or negedge rst_n) begin
    if (!rst_n)
        led <= 8'h80;
    else
        case (dir)
            1'b0: 
                if (clk_bps) 
                    if (led != 8'h01)
                        led <= (led >> 1'b1);
                    else
                        led <= 8'h80;
            1'b1:
                if (clk_bps)
                    if (led != 8'h80)
                        led <= (led << 1'b1);
                    else 
                        led <= 8'h01; 
        endcase
end
endmodule
`timescale 1ns/1ps
module flash_led_top(input clk, input rst_n, input sw0, output [7:0] led);
    wire clk_bps;
    counter counter(.clk(clk), .rst_n(rst_n), .clk_bps(clk_bps));
    flash_led_ctrl flash_led_ctrl(.clk(clk), .rst_n(rst_n), .dir(sw0), .clk_bps(clk_bps), .led(led));
endmodule
```
**flow/config.mk**
```make
export PLATFORM = sky130hd
export DESIGN_NAME = flash_led_top
export DESIGN_NICKNAME = flash_led_top
export VERILOG_FILES = /design/flow/design.v
export SDC_FILE = /design/flow/constraint.sdc
export NUM_CORES = 4
export LEC_CHECK = 1
export CORE_AREA = 10 10 110 110
export DIE_AREA = 0 0 120 120
```
==> results.py <==
# Flow results
metrics = {
    "setup_path": {
        "startpoint_type": "flop",
        "arrival_ns": 2.64,
        "rr_endpoint": "counter.cnt_second[7]$_DFFE_PN0P_",
        "r2r_cells": 6,
        "endpoint_kind": "flop",
        "required_ns": 3.32,
        "slowest_delay_ns": 0.62,
        "cp_slowest_cell": "or4_1",
        "regToRegSetupSlack_ns": 0.68,
        "crit_chain": "inv_1 -> ha_1 -> or3b_2 -> or4_1 -> or4b_1 -> nand2_1",
        "r2r_start": "counter.cnt_first[0]$_DFF_PN0_",
        "crit_path_max_fanout": 8,
        "critPathKind": "flop to flop",
    },
    "grt": {
        "grt_max_degree": 37,
        "antenna_found_initial": 0,
        "grt_pass1_vias": 1269,
        "grtUsageTotal": 0.04950,
        "grt_pass1_wl_um": 6161,
        "grt-ovfl-total": 0,
    },
    "yosys": {
        "ys_area_um2": 1826,
        "edf_count": 0,
        "area_leaders": "dfrtp_1 48%, mux2i_1 6.0%, xnor2_1 5.3%",
        "synth_area_um2": 1826,
        "ys_cells": 180,
        "synth_cells": 180,
        "avgSynthCellArea_um2": 10.14,
        "synth_flops": 36,
        "ff_type": "dfrtp_1",
        "synth_cell_types": 35,
        "top_area_frac": 0.4798,
        "synth.top_cells.by_count": "35 x dfrtp_1, 22 x nand2_1, 12 x nand3_1",
        "async_flop_share": 1.000,
        "ys_seq_frac": 0.4942,
        "top_cell": "dfrtp_1",
        "top_area_cell": "dfrtp_1",
        "yosys_warnings": 2,
    },
    "placed_design": {
        "place.gp.congestion": 0.7941,
        "place_area_um2": 2102,
        "port-buffer-count": 10,
        "dp_hpwl_um": 2410,
        "dp_cells": 322,
    },
    "clock_network": {
        "cts_setup_buffers": 0,
        "path_clk_slew_ns": 0.07,
        "cts_root_buffer": "clkbuf_8",
        "numCtsBuffers": 5,
        "clk_latency_ns": 0.28,
        "cts.repair.resized": 0,
        "cts_tree": "built",
        "cts_hold_buffers": 0,
        "cts.sinks": 36,
        "clk_path_buf_depth": 2,
        "htreeDepth": 2,
    },
    "power": {
        "p_int_mw": 0.6554,
        "power_density_nw_per_um2": 374.7,
        "p_sw_frac": 0.2022,
        "net-switching-power_mw": 0.1661,
        "p_comb_frac": 0.020,
        "pwr-share-seq": 0.572,
        "p_clk_frac": 0.408,
        "leakagePower_nw": 0.9546,
        "irDropWorstVdd_mv": 0.1469,
    },
    "route": {
        "dr.pass1.iters": 4,
        "wl_um": 3417,
        "drc": 0,
        "n_antenna_cell": 0,
        "wl_per_cell_um": 10.35,
        "ant_nets": 0,
        "route.vias.total": 1309,
        "viasPerCell": 3.967,
        "dr.first_iter.drc_count": 88,
    },
    "floorplan": {
        "die_width_um": 120,
        "io_pins": 11,
        "dieHeight_um": 120,
        "initial_core_util": 0.1868,
        "coreArea_um2": 9774,
        "chipArea_um2": 14400,
        "fp-row-count": 36,
    },
    "sta": {
        "post-route-period-util": 0.7818,
        "finalHoldViolCount": 0,
        "setup_violations": 0,
        "grt_setup_unrepaired": "false",
        "fmax_ghz": 0.4126,
        "fin_setup_tns_ns": 0,
        "finClkSkew_ns": 0.004316,
        "slew_viol_final": 0,
        "slew-limit-headroom": 0.6737,
        "worst_pin_slew_ns": 0.4880,
        "min_period_ns": 2.424,
    },
    "finish": {
        "stdcell_count": 330,
        "area_growth_pct": 20.08,
        "fin_area_um2": 2192,
        "drive_gt1_frac": 0.08629,
        "fill_cells": 1057,
    },
    "run": {
        "warnings": 29,
        "maxCapViolCount": 0,
    },
    "worst_hold_path": {
        "hp-class": "input port to async pin",
    },
    "status": {
        "status": "finished, final reports clean",
    },
}
[logic make-up after synthesis]
kind of cell,Yosys count,share of synthesized area
buffers and inverters,12,0.02604
adder cells (fa/ha/maj),6,0.04112
AND/OR/NAND/NOR,83,0.2468
AND-OR/OR-AND,14,0.04387
multiplexers,12,0.06649
XOR/XNOR,17,0.08156
flip-flops,36,0.4942
[layer usage]
metal / global-route usage / wire length (um) / vias to the layer above
li1: - / - / 667
met1: 0.07312 / 1716 / 618
met2: 0.07118 / 1460 / 19
met3: 0.01380 / 151 / 5
met4: 0.009804 / 88 / 0
met5: 0 / 0 / -
[sequential cells by signal, indices dropped and copies added (netlist names)]
signal	flops
counter.cnt_first	14
counter.cnt_second	14
flash_led_ctrl.led	8
[cell type report]
| cell class | instances | area (um2) | share of cell area |
|---|---|---|---|
| inverter | 7 | 26.28 | 0.01199 |
| timing repair buffer | 14 | 125.1 | 0.05708 |
| clock buffer | 8 | 90.09 | 0.04110 |
| tap | 133 | 166.4 | 0.07591 |
| multi-input combinational | 132 | 882.1 | 0.4024 |
| sequential | 36 | 902.1 | 0.4115 |
[power groups by stage]
stage | registers, mW | logic [mW] | clock network [mW]
CTS | 0.470 | 0.0178 | 0.349
global route | 0.469 | 0.0195 | 0.375
finish | 0.470 | 0.0166 | 0.335
[through the flow]
step | util | hold WS (ns) | total power [mW] | setup WS [ns]
6_report | 0.2243 | 0.3727 | 0.8215 | 0.6765
5_1_grt | 0.2243 | 0.4129 | 0.8639 | 0.5559
4_1_cts | 0.2243 | 0.3911 | 0.8363 | 0.6645
3_5_place_dp | 0.2151 | 0.4664 | 0.4962 | 0.6687
3_3_place_gp | 0.2151 | 0.4563 | 0.4962 | 0.7208
2_1_floorplan | - | 0.3244 | 0.4835 | 0.8204
[how the worst max path moves through the flow]
stage | slack [ns] | to | start | depth (start not counted)
CTS | 0.66 | counter.cnt_second[7]$_DFFE_PN0P_ | counter.cnt_first[0]$_DFF_PN0_ | 6
global route | 0.56 | counter.cnt_second[7]$_DFFE_PN0P_ | counter.cnt_first[0]$_DFF_PN0_ | 6
finish | 0.68 | counter.cnt_second[7]$_DFFE_PN0P_ | counter.cnt_first[0]$_DFF_PN0_ | 6
[layout by cell type (no fill, tap or decap), drive strengths merged, types with 2 or more instances in the layout]
cell type | netlist | layout
nand2 | 22 | 22
xnor2 | 11 | 11
nor2 | 11 | 11
a32oi | 2 | 2
nor3 | 4 | 4
ha | 6 | 6
and2 | 5 | 5
buf | 1 | 5
and4 | 3 | 3
inv | 7 | 7
dfrtp | 35 | 35
clkdlybuf4s50 | 0 | 9
nand4 | 7 | 7
or4b | 2 | 2
mux2i | 11 | 11
o21ai | 10 | 10
nor4 | 4 | 4
clkbuf | 4 | 8
xor2 | 6 | 6
nand3 | 12 | 12
or4 | 3 | 3
and3 | 3 | 3
[worst max-delay path: cells and delay by family, from the launching register on]
kind / cells / cell delay [ns]
DFF: 1 / 0.43
adders and majority gates: 1 / 0.13
and+or+nand+nor: 4 / 1.72
buffers and inverters: 1 / 0.08
No activity file was given, so power comes from the tool's default toggle rates.
