$ cat ./design.v
`timescale 1ns/1ps
module clk_div(input clk, rst_n, output reg clk_out);
    parameter period = 4;
    reg [3:0] cnt;
    always @(posedge clk, negedge rst_n) begin
        if (~rst_n) begin
          cnt <= 0;
          clk_out <= 0;
        end
        else 
            if (cnt == ((period >> 1) - 1)) begin
              clk_out <= ~clk_out;
              cnt <= 0;
            end
            else begin
              cnt <= cnt + 1;
            end
    end
endmodule
$ cat ./config.mk
export PLATFORM = sky130hd
export DESIGN_NAME = clk_div
export DESIGN_NICKNAME = clk_div
export VERILOG_FILES = /design/flow/design.v
export SDC_FILE = /design/flow/constraint.sdc
export NUM_CORES = 4
export LEC_CHECK = 1
export CORE_AREA = 10 10 70 70
export DIE_AREA = 0 0 80 80
$ cat ./run.sh
#!/bin/bash
# OpenROAD 26Q1-2900-gdf79404cd8, Yosys 0.63+post, stock flow scripts
make -C /OpenROAD-flow-scripts/flow DESIGN_CONFIG=/design/flow/config.mk WORK_HOME=/design/flow/orfs finish
$ cat ./constraint.sdc
current_design clk_div

set clk_period 1.5
set clk_io_pct 0.2

create_clock -name clk0 -period $clk_period [get_ports {clk}]

set non_clock_inputs [all_inputs -no_clocks]
set_input_delay [expr $clk_period * $clk_io_pct] -clock clk0 $non_clock_inputs
set_output_delay [expr $clk_period * $clk_io_pct] -clock clk0 [all_outputs]
==> flow_summary.ini <==
; flow metrics
[outcome]
run_status = finished, final reports clean

[synth]
dominant_cell_type_by_area_after_synthesis = dfrtp_1
numSynthFlops = 5
syn-mean-instance-area_sq_um = 13.26
yosysWarnings = 1
synth.cell_area_sq_um = 198.9
synth-area-yosys_sq_um = 198.9
top_area_cell_share = 0.6289
yosysCellCount = 15
post_synth_main_area_contributors = dfrtp_1, xnor2_1, nor4b_2
ys_types = 10
ys_seq_frac = 0.6289
synthesis.instances = 15

[cells_and_area]
area_delta_synth_final_pct = 52.20
mostFrequentLayoutCell = dfrtp_1
lay_top_cells = dfrtp_1, clkbuf_4, xnor2_1, clkdlybuf4s50_1
finish.utilization = 0.08864
drive_above_1_share = 0.1905

[route]
wire_per_inst_um = 5.194
drt_iter0_drc = 0
viasPerCell = 1.925
drt-total-wl_um = 348
drt_drc_violations_left = 0
route.antenna.diode_count = 0
firstDrtPassIters = 1
drtAntennaViolNets = 0
via_count = 129

[timing]
grt_setup_unrepaired = false
tns_ns = 0
timing_worst_slew_pin_value_ns = 0.2330
timing.final.crit_share = 0.9109
timing.final.hold_violations = 0
worst_case_clock_skew_ns = 0.007482
period_minus_slack_ns = 1.366
maxSlewViolCount = 0
fmaxAchievable_mhz = 731.9
final_setup_vio_count = 0
slew_headroom = 0.8442

[setup_path]
r2r_cells = 2
cp_num_cells = 1
critical_path_class = register to primary output
path_max_fanout = 2
required_ns = 1.20
worstPathCellList = clkdlybuf4s50_1
setup_crit_end_kind = primary output
critical_path_buf_inv_count = 1
critical-path-slowest-cell = clkdlybuf4s50_1
crit_path_max_incr_delay_ns = 0.47
worst-endpoint-arrival_ns = 1.07
critical-path-top-delay-family = buffers and inverters
cp-start-kind = register

[global_routing]
global_route.peak_usage_layer = met2
met2_usage = 0.01685
gr-usage-met3 = 0.01136
overflow = 0
grt_pass1_vias = 145
antenna_found_initial = 0
grt_start_max_net_pins = 6
grt_pass1_wl_um = 627
met1_usage = 0.01274
grt_use_total = 0.01231

[clock_tree]
cts_tree = done
clk_pin_slew_worst_paths_ns = 0.05
clock_tree.buffer_depth = 2
cts_buffers = 3
ctsResizeCount = 0
insertion_delay_ns = 0.25
cts_setup_buffers = 0
post_cts_hold_buffer_count = 0
ctsRootBufferMaster = clkbuf_4
cts.sinks = 5
cts_max_level = 1

[power]
vdd_drop_max_mv = 0.1640
comb_power_share = 0.016
intPower_mw = 0.2384
seqPwrFrac = 0.455
p_switching_mw = 0.05955
power.density_nw_per_um2 = 983.9
clock_network_fraction_of_total_power = 0.529
leakagePower_nw = 0.1156
switching_share = 0.1999

[floorplanning]
fp_util = 0.05824
placement_rows = 21
die-height_um = 80
chipArea_sq_um = 6400
core_area_sq_um = 3416
dieWidth_um = 80
pin_count = 3

[job]
tool_warnings = 25
max_cap_viol_count = 0

[placed_design]
place.gp.congestion = 0.6894
io_buffers = 2

[hold_path]
worst_min_delay_path_category = primary input to async pin
path summary, 6_finish.rpt:
kind	end	slack, ns	from
min reg2reg	clk_out	0.47	clk_out
max	clk_out	0.13	clk_out
min in group clk0	clk_out	0.47	clk_out
max reg2reg	clk_out	0.54	cnt[1]
max in group asynchronous	cnt[1]	1.02	rst_n
min	cnt[3]	0.28	rst_n
cell usage after synthesis, drive strengths merged:
cell type and number:
nand3 1, dfrtp 5, inv 1, o21bai 1
nand2 1, o21ai 1, nor4b 1, xnor2 2
or2b 1, xor2 1
power groups by stage:
stage | clock, mW | sequential, mW | combinational, mW
finish | 0.158 | 0.135 | 0.00484
global route | 0.175 | 0.135 | 0.00551
CTS | 0.162 | 0.135 | 0.00488
routing by layer:
metal | up-vias | wire length (um)
li1 | 60 | -
met4 | 0 | 7
met2 | 7 | 119
met1 | 60 | 166
met5 | - | 0
met3 | 2 | 55
per-stage QoR:
step           std cells  setup slack (ns)  power, mW  hold slack (ns)  instance area [sq um]
2_1_floorplan         15            0.5929     0.1374         0.004409                  198.9
3_3_place_gp          63            0.3851     0.1419           0.4557                  276.5
3_5_place_dp          63            0.3841     0.1422           0.4645                  276.5
4_1_cts               67            0.1158     0.3023           0.2731                  302.8
5_1_grt               67           0.08485     0.3156           0.2839                  302.8
6_report              67            0.1336     0.2979           0.2758                  302.8
registers in the layout, summed over array words and instances (netlist names):
register and cells:
clk_out 1, cnt 4
cell type report:
| type | count | area, sq um |
|---|---|---|
| clock buffers | 4 | 26.28 |
| well taps | 46 | 57.56 |
| flip-flops and latches | 5 | 125.1 |
| repair buffers | 2 | 20.02 |
| inverters | 1 | 3.754 |
| fillers | 403 | 3113 |
| multi-input cells | 9 | 70.07 |
kinds of logic (layout without fill, tap and decap cells):
logic type,count (synthesis),count (layout),share of synthesized area
simple gates,4,4,0.1572
flops,5,5,0.6289
buf+inv,1,7,0.01885
xor+xnor,3,3,0.1321
compound gates,2,2,0.06288
Power figures rest on the tool's default switching activity, not on a simulated workload.
